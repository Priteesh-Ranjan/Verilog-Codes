==> flow/design.v <==
`timescale 1ns / 1ps
module fpmult(a,b,c);
input [7:0]a,b;
output [15:0]c;
wire [7:0]m1;
wire [8:0]m2;
wire [9:0]m3;
wire [10:0]m4;
wire [11:0]m5;
wire [12:0]m6;
wire [13:0]m7;
wire [14:0]m8;
wire [15:0]s1,s2,s3,s4,s5,s6,s7;
assign m1 = {8{a[0]}} & b[7:0];
assign m2 = {8{a[1]}} & b[7:0];
assign m3 = {8{a[2]}} & b[7:0];
assign m4 = {8{a[3]}} & b[7:0];
assign m5 = {8{a[4]}} & b[7:0];
assign m6 = {8{a[5]}} & b[7:0];
assign m7 = {8{a[6]}} & b[7:0];
assign m8 = {8{a[7]}} & b[7:0];
assign s1 = m1 + (m2<<1);
assign s2 = s1 + (m3<<2);
assign s3 = s2 + (m4<<3);
assign s4 = s3 + (m5<<4);
assign s5 = s4 + (m6<<5);
assign s6 = s5 + (m7<<6);
assign s7 = s6 + (m8<<7);
assign c=s7;
endmodule
==> flow/run.sh <==
#!/bin/bash
# OpenROAD 26Q1-2900-gdf79404cd8, Yosys 0.63+post, stock flow scripts
make -C /OpenROAD-flow-scripts/flow DESIGN_CONFIG=/design/flow/config.mk WORK_HOME=/design/flow/orfs finish
==> flow/config.mk <==
export PLATFORM = sky130hd
export DESIGN_NAME = fpmult
export DESIGN_NICKNAME = fpmult
export VERILOG_FILES = /design/flow/design.v
export SDC_FILE = /design/flow/constraint.sdc
export NUM_CORES = 4
export LEC_CHECK = 1
export CORE_UTILIZATION = 40
==> flow/constraint.sdc <==
current_design fpmult

set clk_period 7.1
set clk_io_pct 0.2

create_clock -name clk0 -period $clk_period

set non_clock_inputs [all_inputs -no_clocks]
set_input_delay [expr $clk_period * $clk_io_pct] -clock clk0 $non_clock_inputs
set_output_delay [expr $clk_period * $clk_io_pct] -clock clk0 [all_outputs]
==> flow_summary_export.csv <==
group,metric,value,unit
routing,dr_total_vias,1594,
cells_and_area,post-route-util,58.6,%
clocking,ctsHoldBuffers,0,
routing,met2_length,1900,um
logic_synthesis,synth_cell_types,26,
timing,worst_pin_slew,0.369,ns
run,tool_warnings,32,
die,initCoreUtil,43.1,%
cells_and_area,syn_to_final_growth,36.0,%
worst_setup_path,cp.arrival,5.49,ns
die,die_w,71.7,um
routing,routed-wl-met3,92,um
timing,slew_viol_final,0,
timing,period_used_share,97.3,%
power,power.density,249,nW/um^2
logic_synthesis,syn_avg_cell_area,9.29,sq um
power,leakage,1.42,nW
cells_and_area,mi_logic_area,1910,sq um
timing,hold_violations,0,
hold_path,hold_class,"in2out",
logic_synthesis,ys_cells,209,
placement,place_hpwl,3360,um
power,p_int,0.000396,W
timing,setup_viol,0,
die,pin_count,32,
logic_synthesis,yosysWarnings,0,
hold_path,hold_path_depth,3,
timing,max_clock_freq,145,MHz
timing,timing.slew.headroom,75.1,%
run,drv_cap,0,
logic_synthesis,yosys_area,1940,sq um
power,pwr-share-comb,100.0,%
outcome,status,"completed",
routing,drtIter0Drc,21,
worst_setup_path,worstPathCellList,"dlygate4sd2_1 -> and2_4 -> fa_1 -> inv_1 -> fa_1 -> inv_1 -> fa_1 -> inv_1 -> fa_1 -> inv_2 -> ha_4 -> and3_1 -> a211oi_2 -> a21oi_1 -> xor2_1 -> clkdlybuf4s50_1",
worst_setup_path,worstSetupPathType,"in2out",
cells_and_area,drive_gt1_share,22.1,%
power,seqPwrFrac,0,%
worst_setup_path,cpMaxStageDelayCell,"fa_1",
die,rows,24,
routing,drc,0,
placement,port_buffers,32,
worst_setup_path,cp.buffers_inverters,6,
timing,rsz0062_at_grt,"false",
grt,grt_pass1_wl,6720,um
routing,topRoutingLayerUsed,"met3",
worst_setup_path,start_kind,"input port",
worst_setup_path,max_stage_delay,0.53,ns
routing,wl_per_cell,11.9,um
logic_synthesis,synth_cells,209,
worst_setup_path,required,5.68,ns
routing,wl_met1,1850,um
placement,place_inst,321,
logic_synthesis,yosysSeqAreaShare,0,%
power,switchingPower,0.000262,W
grt,grt_pass1_vias,1591,
power,clock_power_share,0,%
grt,antenna_found_initial,0,
worst_setup_path,worstSetupPathDepth,16,
routing,num_antenna_cells,0,
routing,postRouteAntennaNets,0,
grt,grt_start_max_net_pins,9,
placement,gp_congestion,0.838,
power,p_sw_share,39.8,%
worst_setup_path,crit_top_cell,"fa_1",
power,ir_drop,0.000195,V
logic_synthesis,syn_area,1940,sq um
worst_setup_path,path_delay_family,"adder cells",
routing,drt-pass1-iter-count,4,
routing,wl,3840,um
die,coreArea,4500,sq um
worst_setup_path,crit_path_end_kind,"primary output",
cells_and_area,clkbuf_count,0,
routing,vias_per_cell,4.92,
die,die-area,5130,sq um
die,die_h,71.7,um
cells_and_area,flops,0,
power,power.total,0.000658,W
worst_setup_path,cp_max_fo,4,
cells_and_area,fillers,401,
grt,grt_overflow,0,
timing,layout_min_cycle_time,6.91,ns
grt,track_usage,16.9,%
cells_and_area,fin_cells,324,
cells_and_area,ff_latch_area,0,sq um
[cells by family (layout without fill, tap and decap cells)]
group / count (synthesis) / in the layout / synth area share (%)
fa+ha+maj: 69 / 69 / 59.2
simple gates: 79 / 79 / 22.8
xor+xnor: 10 / 10 / 4.51
compound gates: 16 / 16 / 6.70
buf+inv: 35 / 98 / 6.77
[metrics by stage]
step / cell area (sq um) / setup TNS [ns] / hold slack, ns / setup WS [ns]
after floorplan: 1940 / 0 / 2.91 / 0.674
after global placement: 2540 / -2.62 / 3.96 / -0.525
after detailed placement: 2540 / -2.81 / 3.95 / -0.540
after CTS: 2590 / 0 / 3.73 / 0.00225
after global routing: 2640 / 0 / 3.76 / 0.0355
final: 2640 / 0 / 3.71 / 0.189
[cell usage in the layout (no fill, tap or decap), drive strengths merged]
master,netlist,layout
nand3,1,1
nand4,1,1
xor2,4,4
buf,0,34
and3,3,3
a21o,2,2
fa,38,38
dlygate4sd2,0,11
dlymetal6s2s,0,3
nand2,21,21
o41ai,2,2
clkbuf,0,1
nor2,1,1
nor3,1,1
nand2b,2,2
o21ai,4,4
a31oi,1,1
clkdlybuf4s15,0,2
inv,35,35
a211oi,1,1
clkdlybuf4s50,0,12
a21oi,5,5
or3,1,1
xnor2,6,6
or2,1,1
ha,31,31
o31a,1,1
and2,47,47
[layout make-up]
| class | instances | area share, % |
|---|---|---|
| Inverter | 35 | 4.98 |
| Multi-Input combinational cell | 174 | 72.4 |
| Tap cell | 52 | 2.46 |
| Timing Repair Buffer | 63 | 20.2 |
[final timing paths]
kind / from / end / slack, ns
setup / recovery: b[7] / c[12] / 0.19
hold / removal: a[0] / c[0] / 3.71
[synthesized netlist by cell type, drive strengths merged]
cell type	number	area share, %
and2	47	15
nand3	1	0.26
xor2	4	1.8
or2	1	0.32
o41ai	2	1.7
nand2b	2	0.77
a31oi	1	0.64
a211oi	1	0.64
ha	31	20
and3	3	1.0
xnor2	6	2.7
nor3	1	0.26
or3	1	0.32
nor2	1	0.19
nand4	1	0.32
a21oi	5	1.3
nand2	21	4.2
o31a	1	0.45
inv	35	6.8
o21ai	4	1.2
a21o	2	0.77
fa	38	39
[layer usage]
metal  vias to the layer above  GRT usage, %
li1                        787             -
met1                       783          25.6
met3                         0         0.571
met4                         0             0
met2                        24          29.9
met5                         -             0
[what timing repair did]
action                     CTS  global route
setup endpoints to repair    6             5
gates cloned                 0             0
pin swaps                   24            15
buffers inserted             3             1
gates resized               40            16
[power groups by stage]
stage	clock network, W	logic, W	registers (W)
final	0	0.000658	0
after global routing	0	0.000750	0
after CTS	0	0.000643	0
No activity file was given, so power comes from the tool's default toggle rates.
