<file path="design/flow/design.v">
`timescale 1ns / 1ps
module fsm2(
  input clk,
  input rstn,
  input in,
  output out
);
  parameter IDLE = 0,
            S1 = 1,
            S11 = 2,
            S110 = 3,
            S1101 = 4,
            S11010 = 5;
  reg [2:0] cur_state, next_state;
  assign out = (cur_state == S11010) ? 1 : 0;
  always @ (posedge clk) begin
    if (!rstn)    
      cur_state <= IDLE;
    else
      cur_state <= next_state;   
  end
  always @ (cur_state or in) begin
    case (cur_state)
      IDLE : begin
        if (in)
          next_state = S1;   
        else
          next_state = IDLE;   
      end
      S1: begin
        if (in)
          next_state = S11;   
        else
          next_state = IDLE;   
      end
      S11: begin
        if (!in)
          next_state = S110;   
        else
          next_state = S11;   
      end
      S110 : begin
        if (in)
          next_state = S1101;   
        else
          next_state = IDLE;   
      end
      S1101 : begin
        if (!in)
          next_state = S11010;   
        else
          next_state = IDLE;   
      end
      S11010: begin
        if (in)
          next_state = IDLE;   
        else
          next_state = IDLE;   
      end
    endcase
  end
endmodule
</file>
<file path="design/flow/run.sh">
#!/bin/bash
# OpenROAD 26Q1-2900-gdf79404cd8, Yosys 0.63+post, stock flow scripts
make -C /OpenROAD-flow-scripts/flow DESIGN_CONFIG=/design/flow/config.mk WORK_HOME=/design/flow/orfs finish
</file>
<file path="design/flow/config.mk">
export PLATFORM = sky130hd
export DESIGN_NAME = fsm2
export DESIGN_NICKNAME = fsm2
export VERILOG_FILES = /design/flow/design.v
export SDC_FILE = /design/flow/constraint.sdc
export NUM_CORES = 4
export LEC_CHECK = 1
export CORE_AREA = 10 10 70 70
export DIE_AREA = 0 0 80 80
</file>
<file path="design/flow/constraint.sdc">
current_design fsm2

set clk_period 1.0
set clk_io_pct 0.2

create_clock -name clk0 -period $clk_period [get_ports {clk}]

set non_clock_inputs [all_inputs -no_clocks]
set_input_delay [expr $clk_period * $clk_io_pct] -clock clk0 $non_clock_inputs
set_output_delay [expr $clk_period * $clk_io_pct] -clock clk0 [all_outputs]
</file>
==> results_tabular.tex <==
% Yosys + OpenROAD metrics
\begin{tabular}{lr}
\hline
Metric & Value \\
\hline
\multicolumn{2}{l}{\textbf{Power and ir drop}} \\
Leak & 0.158 nW \\
Net load switching power & 0.0780 mW \\
Pwr Density & 984 mW/mm\^{}2 \\
Part of the power in registers & 33.8\% \\
Cell Int Power & 0.285 mW \\
Switching power as a share of total power & 21.5\% \\
Clock share of power & 60.3\% \\
IR Drop Worst-Case VDD & 0.124 mV \\
Logic pwr share & 5.9\% \\
\multicolumn{2}{l}{\textbf{Timing}} \\
Worst slew margin relative to its limit & 82.3\% \\
Endpoints left unconstrained & 3 \\
Count of unclocked register or latch pins & 3 \\
Post-layout period usage of the worst path & 105\% \\
Unrepaired setup endpoints after global routing & true \\
Worst Max-Slew Pin Slew & 261 ps \\
Final worst slack & -45.4 ps \\
Achievable frequency & 957 MHz \\
Max Transition Viols Final & 0 \\
Final hold violation count & 0 \\
Final setup fails & 1 \\
Shortest period the worst path allows & 1050 ps \\
\multicolumn{2}{l}{\textbf{Synthesis}} \\
Fraction of the mapped netlist area in adder cells & 0\% \\
Synthesized-area fraction occupied by and/or/nand/nor cells & 42.4\% \\
Synth logic family & simple AND/OR/NAND/NOR gates \\
XOR/XNOR Fraction of Synth Area & 3.95\% \\
Distinct cell type count of the synthesized netlist & 16 \\
Synthesized cell area & 221 um\^{}2 \\
Post-synthesis cell count & 22 \\
Yosys Chip Area & 221 um\^{}2 \\
\# Cells Yosys & 22 \\
Synth flops & 6 \\
Area fraction in compound gates after synthesis & 6.21\% \\
Area fraction in mux cells & 0\% \\
Warning count from the yosys run & 1 \\
Mean instance size in the synthesized netlist & 10.1 um\^{}2 \\
\multicolumn{2}{l}{\textbf{Drt}} \\
Post-route DRC & 0 \\
Number of antenna repair diodes & 0 \\
Final wirelength & 492 um \\
Via Count & 210 \\
Per-cell routed wire length & 6.15 um \\
DR pass1 iterations & 4 \\
ANT nets after route & 0 \\
DRC violation total after the first TritonRoute iteration & 14 \\
Vias per inst & 2.63 \\
\multicolumn{2}{l}{\textbf{Critical path}} \\
Largest driver fanout on the critical path & 2 \\
Required time reported for the critical path endpoint & 800 ps \\
Classification of the worst setup path & reg2out \\
Setup crit end kind & output port \\
Critical path data arrival time & 850 ps \\
Category of the worst setup path launch point & register \\
\multicolumn{2}{l}{\textbf{Clock tree}} \\
Worst-case clock buffer depth & 2 \\
Clock slew seen by the registers of the worst setup and hold paths & 40 ps \\
Number of H-tree levels & 1 \\
Clock tree from TritonCTS & done \\
Number of hold-repair buffers added at the cts stage & 0 \\
Buffer cell driving the clock tree root & sky130\_fd\_sc\_hd\_\_clkbuf\_4 \\
CTS Buf Count & 3 \\
\multicolumn{2}{l}{\textbf{Finish}} \\
Share of layout cells above drive strength 1 & 38.2\% \\
Area delta synth->final & 66.7\% \\
Finished Core Util & 10.8\% \\
\multicolumn{2}{l}{\textbf{Floorplanning}} \\
Total die size & 0.00640 mm\^{}2 \\
Number of placement rows & 21 \\
Core Footprint & 0.00342 mm\^{}2 \\
Height of the chip & 80 um \\
Top-level port count & 4 \\
Initial standard-cell utilization of the core & 6.48\% \\
Die X-Extent & 80 um \\
\multicolumn{2}{l}{\textbf{Flow run}} \\
Max-cap check violation count & 0 \\
Stage-log warning count & 27 \\
\multicolumn{2}{l}{\textbf{GRT}} \\
Tot GR Track Use & 1.50\% \\
Overall overflow remaining after global route & 0 \\
Vias in the first global route & 197 \\
Wire length of the first global-routing pass & 786 um \\
Maximum number of pins on one net before global-route repair & 9 \\
Initial antenna violation count & 0 \\
\multicolumn{2}{l}{\textbf{Status}} \\
Run status & finished with violations \\
Failing checks & setup timing \\
\multicolumn{2}{l}{\textbf{Min path}} \\
Hold path cells & 2 \\
Worst Hold Path EP & cur\_state[0]\$\_SDFF\_PN0\_ \\
Worst Hold Class & in2reg \\
Hold Path Origin & rstn \\
\multicolumn{2}{l}{\textbf{Placed design}} \\
Final RePlAce weighted congestion & 0.709 \\
Post-Place Worst Slack & -176 ps \\
IO Port Bufs & 3 \\
\hline
\end{tabular}
-- how the worst max path moves through the flow --
stage | from | end | slack [ps]
4_1_cts | cur_state[1]$_SDFF_PN0_ | out | -60
5_1_grt | cur_state[1]$_SDFF_PN0_ | out | -80
6_report | cur_state[1]$_SDFF_PN0_ | out | -50
-- metrics by stage --
stage / hold WS, ps / setup TNS, ps / area [um^2] / cells / total power [mW]
global route: 588 / -81.1 / 369 / 80 / 0.396
CTS: 569 / -57.1 / 362 / 79 / 0.372
finish: 577 / -45.4 / 369 / 80 / 0.363
detailed placement: 814 / -176 / 332 / 74 / 0.145
global placement: 816 / -167 / 332 / 74 / 0.145
floorplan: 322 / 0 / 221 / 22 / 0.131
-- power groups by stage --
| stage | Clock (mW) | Combinational, mW | Sequential, mW |
|---|---|---|---|
| after CTS | 0.228 | 0.0213 | 0.123 |
| after global routing | 0.250 | 0.0235 | 0.123 |
| final | 0.219 | 0.0215 | 0.123 |
-- cells in the mapped netlist, drive strengths merged --
master  n  share of area [%]
a211o   1                4.0
a21oi   1                2.3
and2    4                 12
and3    1                3.4
and3b   1                4.5
dfxtp   3                 27
dlxtn   3                 20
nand2   1                1.7
nand3b  1                3.4
nand4b  1                4.0
nor2    1                1.7
nor4b   1                4.0
or2b    1                3.4
or4b    1                4.5
xor2    1                4.0
-- area by class of cell --
| cell class | count | area, um^2 |
|---|---|---|
| Sequential cell | 6 | 106 |
| Fill cell | 404 | 3050 |
| Clock buffer | 4 | 26.3 |
| Timing Repair Buffer | 8 | 62.6 |
| Multi-Input combinational cell | 16 | 116 |
| Tap cell | 46 | 57.6 |
-- per-layer routing --
metal / part of all wire, % / up-vias / GRT usage, %
met2: 51 / 9 / 2.57
met3: 1.8 / 4 / 0.227
met1: 39 / 96 / 1.59
met5: 0 / - / 0
met4: 6.9 / 0 / 1.23
li1: - / 101 / -
-- cell usage in the layout (no fill, tap or decap) --
| master | synthesis | layout |
|---|---|---|
| sky130_fd_sc_hd__dfxtp_1 | 3 | 2 |
| sky130_fd_sc_hd__nor2_1 | 1 | 1 |
| sky130_fd_sc_hd__clkdlybuf4s50_1 | 0 | 2 |
| sky130_fd_sc_hd__and3b_2 | 1 | 1 |
| sky130_fd_sc_hd__nor4b_1 | 1 | 1 |
| sky130_fd_sc_hd__or2b_1 | 1 | 1 |
| sky130_fd_sc_hd__a21oi_1 | 1 | 1 |
| sky130_fd_sc_hd__clkbuf_4 | 0 | 3 |
| sky130_fd_sc_hd__dfxtp_2 | 0 | 1 |
| sky130_fd_sc_hd__nand2_1 | 1 | 1 |
| sky130_fd_sc_hd__and2_1 | 3 | 3 |
| sky130_fd_sc_hd__buf_2 | 0 | 1 |
| sky130_fd_sc_hd__clkbuf_1 | 0 | 1 |
| sky130_fd_sc_hd__or4b_1 | 1 | 1 |
| sky130_fd_sc_hd__buf_4 | 0 | 5 |
| sky130_fd_sc_hd__nand4b_1 | 1 | 1 |
| sky130_fd_sc_hd__nand3b_1 | 1 | 1 |
| sky130_fd_sc_hd__a211o_1 | 1 | 1 |
| sky130_fd_sc_hd__and3_2 | 1 | 1 |
| sky130_fd_sc_hd__and2_2 | 1 | 1 |
| sky130_fd_sc_hd__xor2_1 | 1 | 1 |
| sky130_fd_sc_hd__dlxtn_1 | 3 | 3 |
-- what timing repair did --
action                     4_1_cts  5_1_grt
gates cloned                     0        0
resized                          4        0
setup endpoints to repair        1        1
buffers inserted                 1        1
-- state kept, by name (all words and copies together) (netlist names) --
signal and cells:
cur_state 3, next_state 3
-- worst max-delay path, cell delays in order, from the launching register on --
cell,delay (ps)
sky130_fd_sc_hd__dfxtp_2,310
sky130_fd_sc_hd__and3b_2,190
sky130_fd_sc_hd__buf_2,110
-- logic make-up (layout without fill, tap and decap cells) --
| group | Yosys count | in the layout |
|---|---|---|
| buf+inv | 0 | 12 |
| xor+xnor | 1 | 1 |
| latches | 3 | 3 |
| simple gates | 13 | 13 |
| flops | 3 | 3 |
| compound gates | 2 | 2 |
Power and IR drop assume default switching activity.
