===== flow/design.v =====
`timescale 1ns / 1ps
module fifo_nit( 
    input  Clk,        
    input  RD,         
    input  WR,         
    input  EN,         
    input  [31:0] dataIn,    
    output reg [31:0] dataOut,   
    input  Rst,        
    output EMPTY,      
    output FULL        
);
reg [2:0] Count = 0;             
reg [31:0] FIFO [0:7];           
reg [2:0] readCounter = 0;       
reg [2:0] writeCounter = 0;      
assign EMPTY = (Count == 0) ? 1'b1 : 1'b0;
assign FULL = (Count == 8) ? 1'b1 : 1'b0;
always @ (posedge Clk) begin
    if (EN == 1'b0);   
    else begin
        if (Rst) begin
            readCounter <= 0;
            writeCounter <= 0;
            Count <= 0;
        end
        else begin
            if (RD == 1'b1 && Count != 0) begin
                dataOut <= FIFO[readCounter];
                readCounter <= readCounter + 1;
                Count <= Count - 1;
            end
            else if (WR == 1'b1 && Count < 8) begin
                FIFO[writeCounter] <= dataIn;
                writeCounter <= writeCounter + 1;
                Count <= Count + 1;
            end
        end
    end
    if (writeCounter == 8)
        writeCounter <= 0;
    else if (readCounter == 8)
        readCounter <= 0;
end
endmodule

===== flow/run.sh =====
#!/bin/bash
# OpenROAD 26Q1-2900-gdf79404cd8, Yosys 0.63+post, stock flow scripts
make -C /OpenROAD-flow-scripts/flow DESIGN_CONFIG=/design/flow/config.mk WORK_HOME=/design/flow/orfs finish

===== flow/config.mk =====
export PLATFORM = sky130hd
export DESIGN_NAME = fifo_nit
export DESIGN_NICKNAME = fifo_nit
export VERILOG_FILES = /design/flow/design.v
export SDC_FILE = /design/flow/constraint.sdc
export NUM_CORES = 4
export LEC_CHECK = 1
export CORE_UTILIZATION = 40

===== flow/constraint.sdc =====
current_design fifo_nit

set clk_period 6.7
set clk_io_pct 0.2

create_clock -name clk0 -period $clk_period [get_ports {Clk}]

set non_clock_inputs [all_inputs -no_clocks]
set_input_delay [expr $clk_period * $clk_io_pct] -clock clk0 $non_clock_inputs
set_output_delay [expr $clk_period * $clk_io_pct] -clock clk0 [all_outputs]

==> qor_table.md <==
| Parameter | Reported | Unit |
|:---|:---|:---|
| Setup repair after global routing missed its margin | no | - |
| Count of non-filler cells in the finished layout | 950 | - |
| Leftover overflow at the end of global routing | 0 | - |
| Met3 usage | 8.60 | % |
| Avg Synthesized Cell Area | 24.6 | um2 |
| H-tree depth reported by CTS | 1 | - |
| Summed standard-cell area reported by yosys | 11200 | um2 |
| Core region area | 27700 | um2 |
| Number of placed I/O pins | 71 | - |
| TritonCTS clock tree | done | - |
| Post-CTS Setup Repair Bufs | 0 | - |
| Antenna violations before repair | 0 | - |
| Most frequent standard cell in the layout excluding fill and tap cells | sky130_fd_sc_hd__edfxtp_1 | - |
| Largest fanout on the critical path | 3 | - |
| DRT Pass-1 Iters | 4 | - |
| Clock tree root buffer cell | sky130_fd_sc_hd__clkbuf_16 | - |
| Yosys cell types | 30 | - |
| Fin Hold WS | 0.631 | ns |
| Max-cap violation count | 0 | - |
| Global routing usage on met2 | 23.2 | % |
| Sequential fraction of the synthesis area | 79.3 | % |
| Grt peak-use layer | met2 | - |
| Overall routed net length | 19000 | um |
| Power Density | 287 | nW/um2 |
| Overall Power | 3.82 | mW |
| Slowest-stage cell, CP | sky130_fd_sc_hd__clkdlybuf4s50_1 | - |
| Cells after Synth | 457 | - |
| Crit path DRT | 5.36 | ns |
| Routability Congestion | 0.733 | - |
| Met1 GRT Util | 20.6 | % |
| Max transition margin | 54.9 | % |
| Number of buffers between clock root and the deepest sink | 3 | - |
| Max Clk Rate | 330 | MHz |
| Gate power share | 5.4 | % |
| Post-cts gate resize count | 0 | - |
| Commonest cells after routing, fill and taps aside | sky130_fd_sc_hd__edfxtp_1 (297), sky130_fd_sc_hd__clkdlybuf4s50_1 (69), sky130_fd_sc_hd__mux4_2 (59) | - |
| Via density | 5.10 | - |
| Setup Viol. Count Final | 0 | - |
| CTS Buf Count | 30 | - |
| Max-slew violation total from the final report | 0 | - |
| Crit path arrival time | 1.69 | ns |
| Setup crit start kind | flip-flop | - |
| Number of global-route vias before repair | 5413 | - |
| Length in cells of the worst reg-to-reg path | 6 | - |
| Final-layout setup total negative slack | 0 | ns |
| Worst Clk Skew | 0.00710 | ns |
| Part of the total power dissipated in the clock network | 40.1 | % |
| Number of remaining DRC errors | 0 | - |
| Insertion delay at the late pin of the worst-skew pair | 0.54 | ns |
| Sw frac | 19.1 | % |
| Placed cell count | 900 | - |
| Number of input and output port buffers inserted | 69 | - |
| Tally of yosys warning messages | 1 | - |
| Clock sinks | 297 | - |
| Clock slew at the register clock pins of the worst setup and hold paths | 0.06 | ns |
| Overall die width | 170 | um |
| Leakage | 4.20 | nW |
| Number of logged tool warnings | 25 | - |
| Status | finished, final reports clean | - |
| Wire length of the first global-routing pass | 29600 | um |
| Syn-to-layout area delta | 18.5 | % |
| Register bit total from synthesis | 297 | - |
| Largest net degree at the start of global routing | 66 | - |
| Kind of end point of the critical path | primary output | - |
| Routed length per placed instance | 20.0 | um |
| Antenna cells | 0 | - |
| DRT iter0 DRCs | 291 | - |
| Ys cells | 457 | - |
| Count of hold buffers inserted by post-cts repair | 0 | - |
| Fraction of final layout cells sized beyond drive strength 1 | 27.6 | % |
| Core utilization before placement | 40.6 | % |
| Placed wire-length estimate after detailed placement | 10300 | um |
| # rows | 61 | - |
| Class of the worst hold path | flip-flop to flip-flop | - |
| Area of the mapped netlist | 11200 | um2 |
| Final period util | 45.3 | % |
| Power spent charging and discharging nets | 0.732 | mW |
| Count of endpoints failing hold in the final timing report | 0 | - |
| Worst hold path cell count | 1 | - |
| Die H | 170 | um |
| Crit-path max cell delay | 0.50 | ns |
| Maximum VDD drop | 0.145 | mV |
| Internal cell power | 3.09 | mW |
| GR Util All Layers | 15.2 | % |
| Pin slew with the least headroom to its limit | 0.677 | ns |
| Type of the worst setup path | flip-flop to primary output | - |
| Ordered list of cells on the worst path | nor3_2 > clkdlybuf4s50_1 | - |
| Area enclosed by the die boundary | 28800 | um2 |
| Fillers | 2176 | - |
| Remaining antenna violation count after routing | 0 | - |
| Vias | 4845 | - |
| Relative contribution of sequential cells to total power | 54.5 | % |
| Final period demand of the worst path | 3.03 | ns |
state kept, by name, indices dropped and copies added, names as in the netlist:
name	flops
Count	3
FIFO	256
dataOut	32
readCounter	3
writeCounter	3
path summary, 6_finish.rpt:
kind	startpoint	endpoint	slack [ns]
hold reg to reg	readCounter[0]	readCounter[0]	0.63
hold / removal	readCounter[0]	readCounter[0]	0.63
setup / recovery	Count[1]	EMPTY	3.67
setup reg to reg	Count[1]	FIFO[4][20]	4.40
metal layers:
metal  vias up  share of wire [%]
li1       2123                  -
met2       256                 49
met1      2433                 37
met5         -                  0
met4         0                1.9
met3        33                 12
synthesized netlist by cell type (all sizes together):
cell | number | area [um2]
nor2b | 4 | 25.0
nand3b | 1 | 7.51
nor2 | 8 | 30.0
edfxtp | 297 | 8920
mux4 | 64 | 1460
clkbuf | 6 | 22.5
nor3b | 3 | 22.5
mux2i | 1 | 10.0
o21a | 1 | 7.51
conb | 1 | 3.75
fa | 1 | 20.0
nand2 | 4 | 15.0
o21ai | 1 | 5.00
mux2 | 33 | 420
nor4b | 2 | 17.5
nor3 | 5 | 30.0
buf | 15 | 158
inv | 4 | 15.0
o31a | 1 | 8.76
nand3 | 1 | 10.0
xnor2 | 2 | 17.5
ha | 2 | 25.0
critical path, delay by kind of cell, from the launching register on:
family	cells	cell delay (ns)
buffers and inverters	1	0.50
DFF	1	0.43
and+or+nand+nor	1	0.22
final cells by class:
cell class                 instances  area, um2  area share [%]
sequential                       297       8920            66.9
multi-input combinational        135       2190            16.4
timing repair buffer              86        831            6.23
clock buffer                      37        798            5.99
tap                              378        473            3.55
clock inverter                    13        106           0.798
inverter                           4       15.0           0.113
cells by family (layout without fill, tap and decap cells):
kind of cell / Yosys count / count (layout) / synth area share, %
AOI/OAI and AO/OA: 3 / 3 / 0.189
xor gates and xnor gates: 2 / 2 / 0.156
adders and majority gates: 3 / 3 / 0.400
buffers and inverters: 25 / 140 / 1.74
DFF: 297 / 297 / 79.3
muxes: 98 / 98 / 16.8
other: 1 / 1 / 0.0333
and+or+nand+nor: 28 / 28 / 1.40
power groups by stage:
stage	clock, mW	combinational, mW	sequential [mW]
6_report	1.53	0.207	2.08
4_1_cts	1.57	0.213	2.08
5_1_grt	1.64	0.227	2.08
through the flow:
| stage | utilization (%) | setup WS, ns | cell area, um2 |
|---|---|---|---|
| after global placement | 44.8 | 3.26 | 12400 |
| after floorplan | - | 1.08 | 11200 |
| final | 48.1 | 3.67 | 13300 |
| after global routing | 48.1 | 3.59 | 13300 |
| after detailed placement | 44.8 | 3.19 | 12400 |
| after CTS | 48.1 | 3.64 | 13300 |
Power figures rest on the tool's default switching activity, not on a simulated workload.
